==> flow/design.v <==
module axis_ov2640 #(
	parameter integer IMAGE_HEIGHT = 600
)(
    input wire arst_n,
    input wire enable,  
    output wire busy,   
    input wire PCLK,    
    input wire [7:0] DIN,
    input wire HREF,
    input wire VSYNC,
    output wire RESETB,  
    output wire [7:0] m_axis_tdata,
    output wire m_axis_tvalid,
    input  wire m_axis_tready,
    output wire m_axis_tlast,  
    output wire m_axis_tuser   
);
reg [5:0] cam_rst_cnt = 0;
assign RESETB = &cam_rst_cnt;
always @(posedge PCLK or negedge arst_n)
begin
    if (!arst_n) begin
        cam_rst_cnt <= 0;
    end else begin
        cam_rst_cnt <= cam_rst_cnt + ~RESETB;
    end
end
wire core_enable;
sync_2ff sync_enable(.clk(PCLK), .din(enable), .dout(core_enable));
wire core_busy;
sync_2ff sync_busy(.clk(clk), .din(core_busy), .dout(busy));
axis_ov2640_core #(
	.IMAGE_HEIGHT(IMAGE_HEIGHT)
) core_impl (
    .enable(core_enable),
    .busy(core_busy),
    .PCLK (PCLK),
    .DIN  (DIN),
    .HREF (HREF),
    .VSYNC(VSYNC),
    .RESETB(RESETB),
    .m_axis_tdata (m_axis_tdata),
    .m_axis_tvalid(m_axis_tvalid),
    .m_axis_tready(m_axis_tready),
    .m_axis_tlast (m_axis_tlast),  
    .m_axis_tuser (m_axis_tuser)   
);
endmodule
`timescale 1ns/1ps
module axis_ov2640_core #(
    parameter integer IMAGE_HEIGHT = 300
)(
    input wire enable,  
    output wire busy,   
    input wire PCLK,       
    input wire [7:0] DIN,
    input wire HREF,
    input wire VSYNC,
    input wire RESETB,
    output reg [7:0] m_axis_tdata,
    output reg m_axis_tvalid,
    input  wire m_axis_tready,
    output reg m_axis_tlast,  
    output reg m_axis_tuser   
);
reg [7:0] m_axis_tdata_next;
reg m_axis_tvalid_next;
reg m_axis_tuser_next;
reg STATE_reg, STATE_next;
localparam S_IDLE = 1'd0,
    S_READ = 1'd1;
assign busy = (STATE_reg != S_IDLE);  
reg [16:0] cnt_reg, cnt_next;
reg HREF_lat;
always @(posedge PCLK)
begin
    if (!RESETB)
        HREF_lat <= 1'b0;
    else
        HREF_lat <= HREF;
end
assign HREF_negedge = (~HREF & HREF_lat);
reg VSYNC_lat;
always @(posedge PCLK)
begin
    if (!RESETB)
        VSYNC_lat <= 1'b0;
    else
        VSYNC_lat <= VSYNC;
end
assign VSYNC_posedge = (VSYNC  & ~VSYNC_lat);
always @(*)
begin
    m_axis_tdata_next = m_axis_tdata;
    m_axis_tvalid_next = m_axis_tvalid;
    m_axis_tlast = 1'b0;
    m_axis_tuser = 1'b0;
    STATE_next = STATE_reg;
    cnt_next = cnt_reg;
    case (STATE_reg)
        S_IDLE:
        begin
            m_axis_tdata_next  = 0;
            m_axis_tvalid_next = 0;
            m_axis_tlast = 0;
            m_axis_tuser = 0;
            STATE_next = (VSYNC_posedge && enable) ? S_READ : S_IDLE;
            cnt_next = 0;
        end
        S_READ:
        begin
            m_axis_tdata_next  = HREF ? DIN : 0;
            m_axis_tvalid_next = HREF;  
            m_axis_tlast = HREF_negedge;  
            m_axis_tuser = (cnt_reg >= IMAGE_HEIGHT-1) & HREF_negedge;  
            STATE_next = m_axis_tuser ? S_IDLE : S_READ;
            cnt_next = cnt_reg + HREF_negedge;
        end
        default:  
        begin
            STATE_next = S_IDLE;
        end
    endcase
end
always @(posedge PCLK)
begin
    if (!RESETB)
    begin
        m_axis_tdata <= 0;
        m_axis_tvalid <= 0;
        STATE_reg <= S_IDLE; 
        cnt_reg <= 0;
    end
    else
    begin
        m_axis_tdata <= m_axis_tdata_next;
        m_axis_tvalid <= m_axis_tvalid_next;
        STATE_reg <= STATE_next;
        cnt_reg <= cnt_next;
    end
end
endmodule
module sync_2ff(
           clk,
           din,
           dout
       );
input wire clk;
input wire din;
output wire dout;
reg temp1;
reg temp2;
assign dout = temp2;
always @(posedge clk)
begin
    temp1 <= din;
    temp2 <= temp1;
end
endmodule
==> flow/run.sh <==
#!/bin/bash
# OpenROAD 26Q1-2900-gdf79404cd8, Yosys 0.63+post, stock flow scripts
make -C /OpenROAD-flow-scripts/flow DESIGN_CONFIG=/design/flow/config.mk WORK_HOME=/design/flow/orfs finish
==> flow/config.mk <==
export PLATFORM = sky130hd
export DESIGN_NAME = axis_ov2640
export DESIGN_NICKNAME = axis_ov2640
export VERILOG_FILES = /design/flow/design.v
export SDC_FILE = /design/flow/constraint.sdc
export NUM_CORES = 4
export LEC_CHECK = 1
export CORE_AREA = 10 10 97 97
export DIE_AREA = 0 0 107 107
==> flow/constraint.sdc <==
current_design axis_ov2640

set clk_period 4.1
set clk_io_pct 0.2

create_clock -name clk0 -period $clk_period [get_ports {PCLK}]

set non_clock_inputs [all_inputs -no_clocks]
set_input_delay [expr $clk_period * $clk_io_pct] -clock clk0 $non_clock_inputs
set_output_delay [expr $clk_period * $clk_io_pct] -clock clk0 [all_outputs]
==> metrics.csv <==
stage;metric;value;unit
finish;Final Cell Area;1918;um2
finish;final core occ;26.30;%
clock_network;Latency at later pin;290;ps
synth;fraction of registers with async set/reset;16.22;%
worst_setup_path;Worst R2R End;core_impl.cnt_reg[16];
timing;Final Hold Vio Count;0;
synth;biggest area cells;dfxtp_1 (41%), dfrtp_1 (9.9%), xor2_1 (5.8%);
clock_network;total clock sinks;37;
placement;Placed Area;1841;um2
die;IO Count;27;
route;# diodes;0;
hold_path;Worst Hold Class;flip-flop to flip-flop;
synth;Post-synth regs;37;
finish;Finished Layout Cells;280;
synth;comb area leader;simple AND/OR/NAND/NOR gates;
timing;Sum Neg Setup Slack;0;ps
synth;MUX share of area;0;%
timing;worst-margin pin slew;898.8;ps
synth;yosys cell count;157;
synth;Post-Syn Area per Cell;9.659;um2
synth;Mapped Cells;157;
finish;share of layout cells above drive strength 1;4.972;%
placement;final estimated routing congestion in global placement;0.7865;
synth;area share, top type;40.92;%
synth;yosys adder share;3.300;%
finish;max reg flops;17;
clock_network;CTS tree;yes;
grt;GRT Resource Usage Total;5.095;%
synth;top cells by count;dfxtp_1 (31), nor2_1 (13), and3_1 (11);
synth;Cell Type Count;33;
power_and_ir_drop;pwr/cell area;316.4;nW/um2
route;routed length per instance;10.50;um
timing;Tcrit/Tclk final;88.67;%
worst_setup_path;CP Launch Type;input port;
power_and_ir_drop;Peak supply drop;0.1638;mV
die;Core Region;7292;um2
clock_network;worst-case clock buffer depth;2;
route;DRC viols;0;
worst_setup_path;crit path launch;HREF;
synth;XORs/XNORs by Area;8.086;%
grt;largest net degree at the start of global routing;16;
placement;placed cells;273;
grt;vias in the first global route;1067;
finish;area grow syn2layout;26.49;%
timing;fin crit period;3636;ps
route;DR vias;1086;
synth;synthesized cell area;1516;um2
timing;final hold slack;327.8;ps
timing;maximum clock rate;0.2751;GHz
job;total tool warning count;26;
worst_setup_path;worst r2r path cells;7;
route;Antenna Nets Post-Route;0;
synth;register area share after synthesis;50.83;%
route;first-pass detailed-route iteration total;3;
run_status;status;complete, no violations;
placement;port buffer count;24;
route;via density per instance;3.879;
placement;dpl hpwl;2258;um
grt;antenna violations before repair;0;
timing;# setup viols final;0;
worst_setup_path;CP endpoint;m_axis_tuser;
clock_network;CTS root buffer;clkbuf_8;
finish;Fillers;804;
clock_network;hold buffer count at CTS;0;
synth;yosys stat chip area;1516;um2
worst_setup_path;critical path fanouts, max;12;
synth;number of enable flip-flop cells;0;
timing;Max Clock Skew;9.993;ps
timing;RSZ-0062 raised after global routing;false;
worst_setup_path;endpoint type of the worst setup path;primary output;
worst_setup_path;flop-to-flop setup slack;2070;ps
worst_setup_path;crit path DRT;3280;ps
timing;final worst slack;464.4;ps
route;1st-iter DRT viols;33;
synth;Yosys top cell by area;dfxtp_1;
die;die width;107;um
die;FP Core Util;20.80;%
clock_network;H-tree depth;2;
timing;max-slew violation count;0;
die;chip area;11450;um2
synth;Commonest flop;dfxtp_1;
power_and_ir_drop;Total Power;0.6068;mW
power_and_ir_drop;Leakage;0.7191;nW
clock_network;number of buffers created by CTS;5;
clock_network;setup bufs post-CTS;0;
synth;count leader, synth;dfxtp_1;
worst_setup_path;RR Startpoint;core_impl.HREF_lat;
synth;yosys simple share;28.22;%
die;row count;31;
route;Post-Route WL;2939;um
clock_network;CTS clk-pin slew, worst paths;60;ps
grt;global-route wire length before repair;4974;um
synth;ao+oa area frac;4.950;%
placement;DP Worst Slack;494.6;ps
timing;Worst slew margin;39.62;%
die;height of the die;107;um
worst_setup_path;WS Path Type;input port to primary output;
grt;gr ovfl total;0;
worst_setup_path;arrival time at the worst endpoint;2820;ps
job;MaxCap Viol Count;0;
synth;yosys warning tally;7;
clock_network;Resize count post-CTS;0;
==> area by class of cell <==
| class | instances | area, um2 | area share (%) |
|---|---|---|---|
| Clock inverter | 1 | 5.005 | 0.2609 |
| Sequential cell | 37 | 770.7 | 40.18 |
| Tap cell | 99 | 123.9 | 6.458 |
| Multi-Input combinational cell | 106 | 679.4 | 35.42 |
| Inverter | 7 | 26.28 | 1.370 |
| Clock buffer | 6 | 72.57 | 3.783 |
| Timing Repair Buffer | 24 | 240.2 | 12.52 |
==> power breakdown <==
part	leakage, nW	internal (mW)	switching (mW)	total (mW)
clock	0.0410	0.115	0.116	0.231
sequential	0.314	0.361	0.000213	0.361
combinational	0.364	0.0103	0.00395	0.0142
total	0.719	0.487	0.120	0.607
==> worst max-delay path: stages <==
cell and delay, ps:
clkdlybuf4s50_1 590, nand3b_1 310, inv_1 100, nand3b_1 80, a211oi_1 240, nand2b_1 170, clkdlybuf4s50_1 500
==> layer usage <==
| metal | share of wire [%] | global-route usage (%) | vias to the layer above |
|---|---|---|---|
| met3 | 5.1 | 1.759 | 8 |
| met1 | 49 | 6.954 | 478 |
| met5 | 0 | 0 | - |
| li1 | - | - | 584 |
| met4 | 1.5 | 0.6770 | 0 |
| met2 | 44 | 7.858 | 16 |
==> cells in the final DEF (no fill, tap or decap), types with 2 or more instances in the layout <==
cell,instances
dfxtp_1,31
clkdlybuf4s50_1,24
nor2_1,13
and3_1,11
xor2_1,10
inv_1,7
nand2_1,7
and2_1,7
o21ai_0,6
a21oi_1,6
dfrtp_1,6
or3_1,5
nand4_1,5
nand3_1,5
clkbuf_8,5
xnor2_1,4
ha_1,4
nor3_1,3
and4_1,3
nor2b_1,2
or4_1,2
nand3b_1,2
nor4_1,2
and3_2,2
==> cell families (layout without fill, tap and decap cells) <==
kind of cell,count (synthesis),after routing
simple gates,73,73
flops,37,37
compound gates,14,14
buf+inv,14,38
xor+xnor,14,14
other cells,1,1
fa+ha+maj,4,4
==> how the worst min path moves through the flow <==
| stage | end | start | cells after the start | slack [ps] |
|---|---|---|---|---|
| final | sync_enable.temp2 | sync_enable.temp1 | 0 | 330 |
| after global routing | sync_enable.temp2 | sync_enable.temp1 | 0 | 350 |
| after CTS | sync_enable.temp2 | sync_enable.temp1 | 0 | 330 |
Power is estimated from default activity; no workload was simulated.
