==> ./design.v <==
module myRSP_packetizer #(
    parameter integer PIX_DLEN = 8,
    parameter integer MAX_PACKET_LENGTH = 1400
)(
    input wire clk,
    input wire rst_n,
    input wire [PIX_DLEN-1:0] s_axis_tdata,
    input wire s_axis_tvalid,
    output reg s_axis_tready,
    input wire s_axis_tlast,  
    input wire s_axis_tuser,  
    output reg m_axis_hdr_valid,
    input wire m_axis_hdr_ready,
    output reg [15:0] m_axis_hdr_length,
    output reg [7:0] m_axis_tdata,
    output reg m_axis_tvalid,
    input wire m_axis_tready,
    output reg m_axis_tlast,
    output wire m_axis_tuser
);
reg [1:0] STATE_reg, STATE_next;
localparam S_IDLE = 2'd0,
    S_HEADER = 2'd1,
    S_READ_LINE = 2'd2,
    S_ASSERT_HEADER = 2'd3;
reg [7:0] m_axis_tdata_next;
reg m_axis_tvalid_next;
reg m_axis_tlast_next;
reg m_axis_hdr_valid_next;
reg [15:0] m_axis_hdr_length_next;
reg __m_axis_tuser_next, __m_axis_tuser;
assign m_axis_tuser = 1'b0;
reg [15:0] cnt_reg, cnt_next;
reg [15:0] scene_id_reg, scene_id_next;
reg [15:0] row_id_reg, row_id_next;
reg [15:0] col_id_reg, col_id_next;
reg [47:0] header_reg, header_next;
always @(*)
begin
    STATE_next = STATE_reg;
    cnt_next = cnt_reg;
    scene_id_next = scene_id_reg;
    row_id_next = row_id_reg;
    col_id_next = col_id_reg;
    header_next = 48'b0;
    s_axis_tready = 0;  
    m_axis_tdata_next = 0;
    m_axis_tvalid_next = 0;
    m_axis_tlast_next = 0;
    __m_axis_tuser_next = 0;
    m_axis_hdr_valid_next = 0;
    m_axis_hdr_length_next = 0;  
    case (STATE_reg)
        S_IDLE:  
        begin
            cnt_next = 0;
            if (s_axis_tvalid) begin  
                header_next = 
                {scene_id_reg[7:0], scene_id_reg[15:8], 
                row_id_reg[7:0], row_id_reg[15:8], 
                col_id_reg[7:0], col_id_reg[15:8]};
                STATE_next = S_HEADER;
            end
        end
        S_HEADER:  
        begin
            m_axis_tdata_next  = header_reg[47:40];
            header_next = header_reg << 8;
            m_axis_tvalid_next = 1'b1;
            if (m_axis_tready) begin  
                cnt_next = cnt_reg + 1'b1;
                if (cnt_reg >= 5) begin
                    STATE_next = S_READ_LINE;
                end
            end
        end
        S_READ_LINE:  
        begin
            m_axis_tdata_next  = s_axis_tdata;
            m_axis_tvalid_next = s_axis_tvalid;
            m_axis_tlast_next  = s_axis_tlast;
            __m_axis_tuser_next  = s_axis_tuser;
            if (m_axis_tready || !m_axis_tvalid) begin
                s_axis_tready = 1;
                if (m_axis_tvalid) begin
                    if (__m_axis_tuser) begin  
                        m_axis_tvalid_next = 1'b0;
                        s_axis_tready = 0;
                        scene_id_next = scene_id_reg + 1'b1;  
                        col_id_next = 0;
                        row_id_next = 0;
                        STATE_next = S_ASSERT_HEADER;                         
                    end else if (m_axis_tlast) begin  
                        m_axis_tvalid_next = 1'b0;
                        s_axis_tready = 0;
                        col_id_next = 0;
                        row_id_next = row_id_reg + 1'b1;
                        STATE_next = S_ASSERT_HEADER;                            
                    end else if (cnt_reg >= MAX_PACKET_LENGTH) begin  
                        m_axis_tvalid_next = 1'b0;
                        s_axis_tready = 0;
                        STATE_next = S_ASSERT_HEADER;                
                    end
                    else begin
                        cnt_next = cnt_reg + m_axis_tready;  
                        col_id_next = col_id_reg + 1;
                    end
                end
            end
        end
        S_ASSERT_HEADER:  
        begin
            m_axis_hdr_valid_next = 1'b1;
            m_axis_hdr_length_next = cnt_reg;  
            if (m_axis_hdr_ready) begin  
                STATE_next = S_IDLE;
            end
        end
        default:
        begin
            STATE_next = S_IDLE;
        end
    endcase
end
always @(posedge clk)
begin
    if (!rst_n)
    begin
        STATE_reg <= S_IDLE;
        cnt_reg <= 0;
        scene_id_reg <= 0;
        row_id_reg <= 0;
        col_id_reg <= 0;
        header_reg <= 48'b0;
        m_axis_tdata <= 0;
        m_axis_tvalid <= 0;
        m_axis_tlast <= 0;
        __m_axis_tuser <= 0;
        m_axis_hdr_valid <= 0;
        m_axis_hdr_length <= 0;
    end
    else
    begin
        STATE_reg <= STATE_next;
        cnt_reg <= cnt_next;
        scene_id_reg <= scene_id_next;
        row_id_reg <= row_id_next;
        col_id_reg <= col_id_next;
        header_reg <= header_next;
        m_axis_tdata <= m_axis_tdata_next;
        m_axis_tvalid <= m_axis_tvalid_next;
        m_axis_tlast <= m_axis_tlast_next;
        __m_axis_tuser <= __m_axis_tuser_next;
        m_axis_hdr_valid <= m_axis_hdr_valid_next;
        m_axis_hdr_length <= m_axis_hdr_length_next;
    end
end
endmodule
==> ./run.sh <==
#!/bin/bash
# OpenROAD 26Q1-2900-gdf79404cd8, Yosys 0.63+post, stock flow scripts
make -C /OpenROAD-flow-scripts/flow DESIGN_CONFIG=/design/flow/config.mk WORK_HOME=/design/flow/orfs finish
==> ./config.mk <==
export PLATFORM = sky130hd
export DESIGN_NAME = myRSP_packetizer
export DESIGN_NICKNAME = myRSP_packetizer
export VERILOG_FILES = /design/flow/design.v
export SDC_FILE = /design/flow/constraint.sdc
export NUM_CORES = 4
export LEC_CHECK = 1
export CORE_UTILIZATION = 40
==> ./constraint.sdc <==
current_design myRSP_packetizer

set clk_period 10.6
set clk_io_pct 0.2

create_clock -name clk0 -period $clk_period [get_ports {clk}]

set non_clock_inputs [all_inputs -no_clocks]
set_input_delay [expr $clk_period * $clk_io_pct] -clock clk0 $non_clock_inputs
set_output_delay [expr $clk_period * $clk_io_pct] -clock clk0 [all_outputs]
==> notes.md <==
The run has ended; figures from its reports follow.

The run finished with clean final reports. The data required time of the critical path came out at 8.48 ns. The number of gates given a new drive strength after cts came out at 0. The number of iterations in the first detailed-routing pass is 4. The transition time at the pin with the least slew margin came out at 0.939 ns. The setup total negative slack is 0 ns. The via count normalized by instance count came out at 5.37.

The number of clock sinks came out at 144. For reference, the final report shows the max-slew violation count at 0. The number of core rows came out at 43.

The share of synthesized registers carrying an async set or reset is 0. The most used flip-flop cell after synthesis is sky130_fd_sc_hd__dfxtp_1. In the Yosys report the total cell count is 586. The overall chip area came out at 14,800 um2. The post-detailed-routing wire length is 11,600 um.

The post-route worst setup slack came out at 4.99 ns. The proportion of synthesized chip area in sequential cells is 0.502. The endpoint arrival time on the critical path came out at 3.49 ns.

The peak fanout along the critical path is 8. Excluding fillers, the count of instances in the completed layout stands at 809. The launching element type of the critical path is an input port.

The warning tally printed by Yosys for this design is 1. The worst slew margin relative to its limit came out at 0.374. The final-report setup violation count is 0. Per STA, the library cell used most along the worst path is sky130_fd_sc_hd__clkdlybuf4s50_1. The timing report shows that the slowest cell on the worst path is sky130_fd_sc_hd__clkdlybuf4s50_1. The endpoint of the worst hold-timing path is header_reg[33].

The area of the multi-input gates is 2670 um2. The number of port buffers came out at 42. The number of buffers inserted during clock tree synthesis is 17. Counting flops with a built-in enable in the synthesized netlist gives 0. The final antenna diode count came out at 0. The leakage dissipation is 0.00251 uW.

The number of buffers added for setup after CTS came out at 0. Looking at the reg2reg group, the worst path ends at scene_id_reg[8]. The kind of capture point of the worst setup path is a primary output. The number of storage elements in the synthesis netlist is 144. The internal reg-to-reg setup slack is 7.96 ns. Of the cells placed in the final design, the portion with a size suffix greater than 1 is 0.0684. The power per cell area is 172 nW/um2. The register cell area after layout is 2880 um2. The global-route wire length before repair came out at 19,700 um. The detailed router finished its first iteration with 339 violations. The number of inserted filler cells in the final layout came out at 1,213.

The launch point of the worst register-to-register path is recorded as STATE_reg[3]. The total track usage came out at 0.169. The residual antenna-violating net count after detailed routing came out at 0. The clock arrives with 0.00704 ns of skew.

The post-synthesis cell type count came out at 53. The count of maximum capacitance violations is 0. After global routing the overflow that remains totals 0.

The worst-case setup slack after placement is 5.03 ns. In this run the layout overhead on the synthesized area is reported as 19.3%. The worst voltage drop across the vdd grid came out at 0.000101 V. The layout stage reports a final design area of 6850 um2. The number of antenna violations at the first check in global routing came out at 0. In this build the clock could be raised as far as 178 MHz. The minimum clock period after layout is 5.61 ns. The count of boundary I/O pins came out at 44. The post-placement cell count came out at 777. The critical path class is in2out.

The number of flip-flops in the largest register came out at 48. RePlAce ended its routability-driven mode at a weighted congestion of 0.832. The area after detailed placement is 6260 um2. The number of vias after detailed routing came out at 4,341. The startpoint of the most critical hold path is header_reg[25]. The count of buffering cells on the critical path with inverters included is 2. The H-tree depth reported by CTS came out at 4. The post-synthesis average cell area came out at 9.80 um2. Synthesis produced 586 cells. The area of the mapped netlist came out at 5740 um2. The routed design shows a wire length per standard cell of 14.3 um. The total area inside the core boundary comes to 13,900 um2. The dominant delay contributor by cell family on the critical path is buffers and inverters. The type recorded for the worst min-delay path is reg2reg. Measured along the x axis, the die boundary spans 122 um. The starting utilization of the core area is 0.412.

Yosys reports a chip area of 5740 um2. The number of stages on the worst hold path came out at 1. The clock root buffer is sky130_fd_sc_hd__clkbuf_16. On the reported timing paths, the clock transition at the registers reads 0.06 ns. The depth of the most critical reg-to-reg path came out at 5. Setup repair after global routing left no endpoint under its margin. The post-CTS hold buffer count recorded in the log is 0. The die span in y came out at 122 um. Hold-check failures listed in the final report amount to 0. The number of global-route vias before repair is 4,082. The pin count of the biggest net entering global routing came out at 65. The insertion delay to the later sink of the worst-skew pair is 0.42 ns. The report lists the cells along the critical path as clkdlybuf4s50_1 > nand2_1 > a21oi_1 > clkdlybuf4s50_1. The script parses the final routing iteration and logs DRC violations as 0. The clock tree from TritonCTS is built.

The maximum clock path buffer count came out at 2. The largest single stage delay on the critical path is 0.61 ns. The HPWL after detailed placement came out at 7270 um.

The final total power is 1180 uW. The post-layout period usage of the worst path is 0.529. Summing over the stages, the warning tally comes to 25.
## worst reg2reg max path, delay by kind of cell, from the launching register on
kind / cells / cell delay, ns
flops: 1 / 0.56
simple gates: 3 / 1.08
compound gates: 1 / 0.72
xor+xnor: 1 / 0.18
## power by group
group          leakage (uW)  internal, uW  total (uW)  switching (uW)
clock network      0.000286           362         590             228
registers           0.00116           545         549            4.34
logic               0.00106          14.5        37.8            23.3
## cell usage in the layout (no fill, tap or decap), types with 3 or more instances in the layout
cell                              count
sky130_fd_sc_hd__and2_1              29
sky130_fd_sc_hd__o31ai_1             19
sky130_fd_sc_hd__buf_4                6
sky130_fd_sc_hd__xnor2_1             13
sky130_fd_sc_hd__inv_1                5
sky130_fd_sc_hd__nand2b_1             9
sky130_fd_sc_hd__ha_1                 5
sky130_fd_sc_hd__nor3_1               6
sky130_fd_sc_hd__nand3_1             28
sky130_fd_sc_hd__clkdlybuf4s50_1     41
sky130_fd_sc_hd__a22oi_1              9
sky130_fd_sc_hd__o211ai_1             3
sky130_fd_sc_hd__clkbuf_1             3
sky130_fd_sc_hd__nor2_1              24
sky130_fd_sc_hd__inv_6                4
sky130_fd_sc_hd__o21ai_0              8
sky130_fd_sc_hd__mux2i_1              8
sky130_fd_sc_hd__and4_1               8
sky130_fd_sc_hd__dfxtp_1            144
sky130_fd_sc_hd__nand2_1             35
sky130_fd_sc_hd__nand4_1             16
sky130_fd_sc_hd__nor2b_1             14
sky130_fd_sc_hd__or4_1               19
sky130_fd_sc_hd__a22o_1              40
sky130_fd_sc_hd__clkbuf_16           17
sky130_fd_sc_hd__or3_1                6
sky130_fd_sc_hd__a21oi_1             25
sky130_fd_sc_hd__xor2_1              16
sky130_fd_sc_hd__and3_1              28
## synth_stat cells (9+ instances only)
cell | number | share of area
sky130_fd_sc_hd__a21oi_1 | 25 | 0.022
sky130_fd_sc_hd__a22o_1 | 40 | 0.061
sky130_fd_sc_hd__a22oi_1 | 9 | 0.012
sky130_fd_sc_hd__and2_1 | 29 | 0.032
sky130_fd_sc_hd__and3_1 | 28 | 0.031
sky130_fd_sc_hd__clkbuf_1 | 28 | 0.018
sky130_fd_sc_hd__dfxtp_1 | 144 | 0.50
sky130_fd_sc_hd__nand2_1 | 35 | 0.023
sky130_fd_sc_hd__nand2b_1 | 9 | 0.0098
sky130_fd_sc_hd__nand3_1 | 28 | 0.024
sky130_fd_sc_hd__nand4_1 | 16 | 0.017
sky130_fd_sc_hd__nor2_1 | 24 | 0.016
sky130_fd_sc_hd__nor2b_1 | 14 | 0.015
sky130_fd_sc_hd__o31ai_1 | 19 | 0.025
sky130_fd_sc_hd__or4_1 | 19 | 0.025
sky130_fd_sc_hd__xnor2_1 | 13 | 0.020
sky130_fd_sc_hd__xor2_1 | 16 | 0.024
## routing by layer
| layer | GRT usage | wire, um |
|---|---|---|
| met1 | 0.263 | 5810 |
| met2 | 0.252 | 5070 |
| met3 | 0.0348 | 524 |
| met4 | 0.0255 | 161 |
| met5 | 0 | 0 |
## metrics by stage
| stage | utilization | hold WS, ns |
|---|---|---|
| CTS | 0.492 | 0.446 |
| floorplan | - | 0.426 |
| global route | 0.492 | 0.462 |
| finish | 0.492 | 0.448 |
| detailed placement | 0.449 | 0.432 |
| global placement | 0.449 | 0.434 |
## cells by family after synthesis
logic type | synth area share
compound gates | 0.158
buf+inv | 0.0323
xor+xnor | 0.0442
fa+ha+maj | 0.0109
mux | 0.0139
simple gates | 0.238
other cells | 0.000653
flops | 0.502
## final cells by class
cell class	instances	share of cell area
sequential	144	0.421
multi-input combinational	400	0.390
clock buffer	22	0.0678
timing repair buffer	48	0.0672
tap	180	0.0329
clock inverter	10	0.0183
inverter	5	0.00274
## worst max path at each step
stage | slack, ns | endpoint | start | cells after the start
after CTS | 4.99 | s_axis_tready | m_axis_tready | 4
after global routing | 4.90 | s_axis_tready | m_axis_tready | 4
final | 4.99 | s_axis_tready | m_axis_tready | 4
Power is estimated from default activity; no workload was simulated.
